==> flow/design.v <==
`timescale 1ns/1ns
module template (
    input clk_i,
    input rst_i,
    input stb_i,
    input we_i,
    input [31:2] adr_i,
    input [3:0] sel_i,
    input [31:0] dat_i,
    output reg [31:0] dat_o,
    output reg ack_o
);
always @(*) begin
    ack_o = 1'bx;
    if (stb_i) begin  
        ack_o = 1'b1;
    end
end
reg [31:0] registerInput;
wire [31:0] registerOutputs [3-1:0];  
reg [1:0] registerStatus [3-1:0];  
reg [$clog2(3+1)-1:0] regSelect;
integer i;
always @(*) begin
    regSelect = adr_i[$clog2(3+1)+1:2];  
    for (i = 0; i < 3; i = i+1 ) begin  
        dat_o = 32'hxxxxxxxx;
        registerStatus[i] = 2'b00;
        registerInput = 32'hxxxxxxxx;
    end
    if (stb_i && !we_i) begin  
        dat_o = registerOutputs[regSelect];
        registerStatus[regSelect] = 2'b10;
    end
    else if (stb_i && we_i) begin  
        registerInput[31:24] = sel_i[3] ? dat_i[31:24] : registerOutputs[regSelect][31:24];
        registerInput[23:16] = sel_i[2] ? dat_i[23:16] : registerOutputs[regSelect][23:16];
        registerInput[15:8]  = sel_i[1] ? dat_i[15:8]  : registerOutputs[regSelect][15:8];
        registerInput[7:0]   = sel_i[0] ? dat_i[7:0]   : registerOutputs[regSelect][7:0];
        registerStatus[regSelect] = 2'b01;
    end
end
reg [31:0] reg1;
always @(posedge(clk_i),posedge(rst_i)) begin
    if (rst_i) reg1 <= 32'h12345678;
    else if (clk_i) begin
        if (registerStatus[0] == 2'b01) reg1 <= registerInput;  
    end
end
assign registerOutputs[0] = reg1;  
reg [31:0] reg2;
always @(posedge(clk_i),posedge(rst_i)) begin
    if (rst_i) reg2 <= 32'h03051996;
    else if (clk_i) begin
        if (registerStatus[1] == 2'b01) reg2 <= registerInput;
    end
end
assign registerOutputs[1] = reg2;
reg [31:0] reg3;
always @(posedge(clk_i),posedge(rst_i)) begin
    if (rst_i) reg3 <= 32'hDEADDEAD;
    else if (clk_i) begin
        if (registerStatus[2] == 2'b01) reg3 <= registerInput;
    end
end
assign registerOutputs[2] = reg3;
endmodule
==> flow/run.sh <==
#!/bin/bash
# OpenROAD 26Q1-2900-gdf79404cd8, Yosys 0.63+post, stock flow scripts
make -C /OpenROAD-flow-scripts/flow DESIGN_CONFIG=/design/flow/config.mk WORK_HOME=/design/flow/orfs finish
==> flow/config.mk <==
export PLATFORM = sky130hd
export DESIGN_NAME = template
export DESIGN_NICKNAME = template
export VERILOG_FILES = /design/flow/design.v
export SDC_FILE = /design/flow/constraint.sdc
export NUM_CORES = 4
export LEC_CHECK = 1
export CORE_UTILIZATION = 40
==> flow/constraint.sdc <==
current_design template

set clk_period 3.2
set clk_io_pct 0.2

create_clock -name clk0 -period $clk_period [get_ports {clk_i}]

set non_clock_inputs [all_inputs -no_clocks]
set_input_delay [expr $clk_period * $clk_io_pct] -clock clk0 $non_clock_inputs
set_output_delay [expr $clk_period * $clk_io_pct] -clock clk0 [all_outputs]
==> results_dict.tcl <==
# collected from the flow reports
set metrics [dict create \
    drt.antenna.violating_nets 0 \
    grt_pass1_vias 3986 \
    wl_met1_mm 5.62 \
    top_cells_by_count "nand2_1 (96), o21ai_0 (68), dfrtp_1 (50)" \
    status "completed" \
    ff_type "dfrtp_1" \
    ys_warn_count 2 \
    r2r-start "reg2[17]$_DFFE_PP0N_" \
    path_class "in2out" \
    total_leakage_power_uw 0.00268 \
    core_mm2 0.0120 \
    clock_sinks 96 \
    yosys.area.top_type "dfrtp_1" \
    critPathCaptureType "primary output" \
    syn2layout_area_growth_pct 32.7 \
    antenna_found_initial 0 \
    cp.arrival_ns 2.35 \
    place_hpwl_mm 7.59 \
    gp_congestion 0.803 \
    portBuffers 73 \
    met2RoutedLength_mm 5.24 \
    power_density_mw_per_mm2 566 \
    ys_area_mm2 0.00494 \
    grt_usage_pct 20.1 \
    synthArstFlopShare_pct 100 \
    maxCapViolations 0 \
    vdd_drop_max_uv 273 \
    cts_max_path_buffers 2 \
    slew_headroom_pct 52.3 \
    grt_overflow 0 \
    critPathMaxStageDelay_ns 0.41 \
    dieArea_mm2 0.0128 \
    yosys_cells 474 \
    cts_tree "done" \
    grt_pass1_wl_mm 19.9 \
    design_area_mm2 0.00656 \
    ff2ff_path_depth 4 \
    grt_max_degree 49 \
    edf_count 0 \
    num_vias 3898 \
    fin_crit_sh_pct 93.5 \
    post-cts-setup-buffers 0 \
    htree_levels 3 \
    area_leaders "dfrtp_1 (25%), dfstp_2 (24%), a221oi_2 (8.8%), mux2_2 (7.3%), nand2_1 (7.3%)" \
    met3_length_um 490 \
    drt_iter0_drc 196 \
    logic_area_mm2 0.00229 \
    die_w_um 113 \
    clock_latency_ns 0.33 \
    totalWireLength_mm 11.5 \
    warning_count 55 \
    cp_common_cell "buf_4" \
    highest_layer "met4" \
    cp_max_fo 8 \
    drive_gt1_share_pct 32.8 \
    final_hold_viol_count 0 \
    regArea_mm2 0.00246 \
    worst_pin_slew_ns 0.714 \
    startpoint "adr_i[2]" \
    fill_cells 1022 \
    avgSynthCellArea_um2 10.4 \
    path_cells "dlygate4sd2_1, buf_4, ha_2, buf_4, a22o_1, mux2_2, clkdlybuf4s50_1" \
    setup_viol 0 \
    firstDrtPassIters 6 \
    worst_setup_path_start_kind "input pin" \
    top_level_ports 103 \
    cts_hold_buf 0 \
    slowest_stage "clkdlybuf4s50_1" \
    min_path_type "reg2reg" \
    numCtsBuffers 9 \
    required_ns 2.56 \
    timing.rr.end "reg2[17]$_DFFE_PP0N_" \
    fin_worst_skew_ns 0.00477 \
    fp.dieH_um 113 \
    crit_end "dat_o[30]" \
    core.rowCount 40 \
    synthesis.area_mm2 0.00494 \
    root_buffer "clkbuf_16" \
    synth_flop_count 96 \
    slew_violations 0 \
    synthCells 474 \
    placed_cell_area_mm2 0.00617 \
    fmax_mhz 334 \
    viasPerCell 5.38 \
    fp_util_pct 41.1 \
    antenna_cells 0 \
    yosys.cell_types.count 20 \
    place_ws_ns -0.0904 \
    rrSetupSlack_ns 1.87 \
    synth.most_common_cell "nand2_1" \
    cts.clk_slew.worst_paths_ns 0.06 \
    wire_per_inst_um 15.8 \
    top_cell_area_share_pct 25.3 \
    finalWorstSetupSlack_ns 0.209 \
    ys_seq_share_pct 49.8 \
    min_period_ns 2.99 \
    drc_errors 0 \
    rsz0062_at_grt "false" \
]
-- power by group --
| group | internal (µW) | leakage (µW) | total [µW] | switching (µW) |
|---|---|---|---|---|
| Clock | 731 | 0.000159 | 1170 | 442 |
| Sequential | 1530 | 0.00113 | 1660 | 130 |
| Combinational | 512 | 0.00139 | 879 | 366 |
-- routing by layer --
layer	global-route usage, %	vias up
li1	-	1922
met1	32.5	1874
met3	2.95	10
met5	0	-
met4	2.11	0
met2	31.2	92
-- metrics by stage --
stage                     TNS (ns)  std cells  util [%]  power [µW]  hold slack (ns)
after floorplan                  0        474         -        2130            0.446
after global placement       -1.42        707      51.4        2510            0.454
after detailed placement     -1.40        707      51.4        2540            0.457
after CTS                        0        724      54.6        3750            0.467
after global routing             0        724      54.6        3930            0.491
final                            0        724      54.6        3710            0.466
-- flip-flops by register name, summed over array words and instances (netlist names) --
name / flops
reg1: 32
reg2: 32
reg3: 32
-- kinds of logic (layout without fill, tap and decap cells) --
kind of cell / Yosys count / after routing / share of synthesized area (%)
fa+ha+maj: 3 / 3 / 0.760
simple gates: 134 / 134 / 12.7
buf+inv: 48 / 151 / 4.61
flops: 96 / 96 / 49.8
mux: 32 / 32 / 7.29
compound gates: 160 / 160 / 24.8
other cells: 1 / 1 / 0.0759
-- final cells by class --
type	count	share of cell area [%]
Multi-Input combinational cell	330	34.9
Timing Repair Buffer	132	19.6
Tap cell	147	2.80
Clock inverter	4	1.16
Clock buffer	12	3.91
Inverter	3	0.191
Sequential cell	96	37.5
-- critical path, delay by kind of cell --
kind                       cells  cell delay (ns)
AOI/OAI and AO/OA              1             0.24
adders and majority gates      1             0.19
buffers and inverters          4             0.99
muxes                          1             0.28
-- cell usage in the layout (no fill, tap or decap), drive strengths merged --
master | Yosys | routed
nand2 | 96 | 96
o21ai | 96 | 96
clkdlybuf4s50 | 0 | 71
buf | 21 | 58
dfrtp | 50 | 50
dfstp | 46 | 46
a22o | 32 | 32
mux2 | 32 | 32
nor3b | 29 | 29
a221oi | 29 | 29
clkbuf | 24 | 12
nor2b | 4 | 4
nand3 | 3 | 3
a222oi | 3 | 3
ha | 3 | 3
inv | 3 | 3
nor2 | 2 | 2
bufinv | 0 | 2
clkinv | 0 | 1
conb | 1 | 1
clkinvlp | 0 | 1
bufbuf | 0 | 1
dlygate4sd2 | 0 | 1
dlymetal6s2s | 0 | 1
-- worst min-delay path by stage --
| stage | startpoint | end | cells after the start |
|---|---|---|---|
| global route | reg2[24]$_DFFE_PP1N_ | reg2[24]$_DFFE_PP1N_ | 2 |
| finish | reg2[24]$_DFFE_PP1N_ | reg2[24]$_DFFE_PP1N_ | 2 |
| CTS | reg2[24]$_DFFE_PP1N_ | reg2[24]$_DFFE_PP1N_ | 2 |
-- repair_timing --
action,4_1_cts,5_1_grt
resized,7,1
cloned,1,0
endpoints found under the setup margin,32,32
pin swaps,0,0
No activity file was given, so power comes from the tool's default toggle rates.
