<file path="flow/design.v">
`timescale 1ns/1ns
module mram (
    input clk_i,
    input rst_i,
    input stb_i,
    input we_i,
    input [3:0] sel_i,
    input [31:0] dat_i,
    output [31:0] dat_o,
    input [29:0] adr_i,
    output reg ack_o,
    output reg spiCs_o,
    output reg spiClk_o,
    output reg spiMosi_o,
    input spiMiso_i
);
parameter SPISPED = 2;
parameter ADDRESSBITS = 16;
reg [5:0] nextBitNr; 
always @(*) begin
    if (we_i) begin
        case (sel_i)
            4'b1111: nextBitNr = 6'd32;  
            4'b0011,4'b1100: nextBitNr = 6'd16;  
            4'b0001,4'b0010,4'b0100,4'b1000: nextBitNr = 6'd8;  
            default: nextBitNr = 6'dx;  
        endcase
    end
    else begin
        nextBitNr = 6'd32;  
    end
end
reg [ADDRESSBITS-1:0] nextAddress;
always @(*) begin
    if (we_i) begin
        case (sel_i)  
            4'b1111,4'b0011,4'b0001: nextAddress = {adr_i[ADDRESSBITS-3:0],2'b00};  
            4'b0010: nextAddress = {adr_i[ADDRESSBITS-3:0],2'b01};  
            4'b0100,4'b1100: nextAddress = {adr_i[ADDRESSBITS-3:0],2'b10};  
            4'b1000: nextAddress = {adr_i[ADDRESSBITS-3:0],2'b11};  
            default: nextAddress = {ADDRESSBITS{1'bx}};  
        endcase
    end
    else begin
        nextAddress = {adr_i[ADDRESSBITS-3:0],2'b00};  
    end
end
reg [31:0] nextDataIn;
always @(*) begin
    case (sel_i)  
        4'b1111,4'b0011,4'b0001: nextDataIn = {dat_i[7:0],dat_i[15:8],dat_i[23:16],dat_i[31:24]};  
        4'b0010: nextDataIn = {dat_i[15:8],24'hxxxxxx};  
        4'b0100,4'b1100: nextDataIn = {dat_i[23:16],dat_i[31:24],16'hxxxx};  
        4'b1000: nextDataIn = {dat_i[31:24],24'hxxxxxx};  
        default: nextDataIn = 32'hxxxxxxxx;
    endcase
end
reg [ADDRESSBITS-1:0] address;
reg [31:0] dataIn;
reg [5:0] bitNr;
always @(posedge(clk_i)) begin
    if (clk_i) begin
        if (stb_i) begin
            address <= nextAddress;
            dataIn <= nextDataIn;
            bitNr <= nextBitNr;
        end
    end
end
reg [7:0] state;
reg [7:0] oldState;
reg spiDone;
always @(posedge(clk_i), posedge(rst_i)) begin
    if (rst_i) begin
        state <= 0;
        oldState <= 0;
    end
    else if (clk_i) begin
        oldState <= state;  
        case (state)
            0: begin
                if (stb_i && we_i) state <= 2;  
                else if (stb_i && !we_i) state <= 1;
            end
            1: begin
                if (spiDone) state <= 0;  
            end
            2: begin
                if (spiDone) state <= 3;  
            end
            3: begin
                if (spiDone) state <= 0;  
            end
            default: state <= 0;
        endcase
    end
end
reg spiStart;  
always @(*) begin
    if (oldState != state) begin  
        case (state)
            1,2,3: spiStart = 1'b1;  
            default: spiStart = 1'b0;
        endcase
    end
    else spiStart = 1'b0;
end
always @(*) begin
    ack_o = 1'b0;
    case (state)
        1,3: begin  
            if (spiDone) ack_o = 1'b1;  
        end                              
        default: ack_o = 1'b0;
    endcase
end
reg [ADDRESSBITS+39:0] spiPackage;  
always @(*) begin
    case (state)  
        1: spiPackage = {8'h03,address,32'hxxxxxxxx};  
        2: spiPackage = {8'h06,{(ADDRESSBITS+32){1'bx}}};  
        3: spiPackage = {8'h02,address,dataIn};  
        default: spiPackage = {ADDRESSBITS+40{1'bx}};  
    endcase
end
reg [6:0] spiPackageSize;  
always @(*) begin
    case (state)
        1: spiPackageSize = 7'd8 + ADDRESSBITS + bitNr;  
        2: spiPackageSize = 7'd8;  
        3: spiPackageSize = 7'd8 + ADDRESSBITS + bitNr;  
        default: spiPackageSize = 7'hx;
    endcase
end
reg [2:0] spiState;  
reg [6:0] spiCounter;  
reg spiClkEn;  
always @(posedge(rst_i), posedge(clk_i)) begin
    if (rst_i) begin 
        spiState <= 0;
    end
    else if (clk_i) begin
        case (spiState)
            0: begin
                if (spiStart) spiState <= 1;  
            end
            1: begin  
                if (spiClkEn && spiClk_o && (spiCounter == spiPackageSize)) spiState <= 2;
            end
            2: spiState <= 0;  
            default: spiState <= 0;
        endcase
    end
end
reg [7:0] spiClkCounter;  
always @(posedge(clk_i)) begin
    if (clk_i) begin
        case (spiState)
            0: spiClkCounter <= 8'h0;  
            1: begin
                if (spiClkCounter == SPISPED) spiClkCounter <= 8'h0;  
                else spiClkCounter <= spiClkCounter + 1'b1;
            end 
            default: spiClkCounter <= 8'hxx;  
        endcase
    end
end
always @(*) begin
    if ((spiState == 1) && (spiClkCounter == 8'h0)) spiClkEn = 1'b1;  
    else spiClkEn = 1'b0;
end
reg spiClk;  
always @(posedge(clk_i)) begin
    if (clk_i) begin
        if (spiState == 1) begin  
            if (spiClkEn) spiClk <= !spiClk; 
        end
        else spiClk <= 1'b1;  
    end
end
always @(*) begin  
    if (spiState == 1) spiClk_o = spiClk;
    else spiClk_o = 1'b1;
end
always @(posedge(clk_i)) begin
    if (clk_i) begin
        case (spiState)
            0: spiCounter <= 7'd0;  
            1: if (spiClkEn && spiClk_o) spiCounter <= spiCounter + 1'b1;  
            default: spiCounter <= 7'hx;
        endcase
    end
end
always @(*) begin
    if (spiState == 1) spiCs_o = 1'b0;
    else spiCs_o = 1'b1;
end
reg [ADDRESSBITS+39:0] mosiReg;
always @(posedge(clk_i)) begin
    if (clk_i) begin
        if (spiClkEn && spiClk_o) begin  
            if (spiCounter == 7'd0) mosiReg <= spiPackage;  
            else mosiReg <= {mosiReg[ADDRESSBITS+38:0],1'bx};  
        end
    end
end
always @(*) begin
    case (spiState)
        1: spiMosi_o = mosiReg[ADDRESSBITS+39];  
        default: spiMosi_o = 1'b0;
    endcase
end
reg [31:0] misoReg;  
always @(posedge(clk_i)) begin
    if (clk_i) begin
        if (spiClkEn && !spiClk_o) begin  
            misoReg <= {misoReg[30:0], spiMiso_i};
        end
    end
end
assign dat_o = {misoReg[7:0],misoReg[15:8],misoReg[23:16],misoReg[31:24]};  
always @(*) begin
    if (spiState == 2) spiDone = 1'b1;
    else spiDone = 1'b0;
end
endmodule
</file>
<file path="flow/run.sh">
#!/bin/bash
# OpenROAD 26Q1-2900-gdf79404cd8, Yosys 0.63+post, stock flow scripts
make -C /OpenROAD-flow-scripts/flow DESIGN_CONFIG=/design/flow/config.mk WORK_HOME=/design/flow/orfs finish
</file>
<file path="flow/config.mk">
export PLATFORM = sky130hd
export DESIGN_NAME = mram
export DESIGN_NICKNAME = mram
export VERILOG_FILES = /design/flow/design.v
export SDC_FILE = /design/flow/constraint.sdc
export NUM_CORES = 4
export LEC_CHECK = 1
export CORE_UTILIZATION = 30
</file>
<file path="flow/constraint.sdc">
current_design mram

set clk_period 6.4
set clk_io_pct 0.2

create_clock -name clk0 -period $clk_period [get_ports {clk_i}]

set non_clock_inputs [all_inputs -no_clocks]
set_input_delay [expr $clk_period * $clk_io_pct] -clock clk0 $non_clock_inputs
set_output_delay [expr $clk_period * $clk_io_pct] -clock clk0 [all_outputs]
</file>
==> impl_metrics.json <==
{
  "status": "completed",
  "num_vias": 3979,
  "relSlewSlack_pct": 42.8,
  "vias_per_cell": 4.58,
  "critPathLaunchType": "flop",
  "crit_fanout": 11,
  "async_flop_share_pct": 4.32,
  "place_congestion": 0.776,
  "setup_tns_ns": 0,
  "hold_viol": 0,
  "clock_latency_ns": 0.42,
  "ys_ff": 162,
  "ys_types": 50,
  "cellLeakagePower_nw": 2.92,
  "core_region_area_um2": 21200,
  "peakVddDrop_mv": 0.159,
  "dp_hpwl_um": 7920,
  "pre_cts_ws_ns": 2.96,
  "busiest_layer": "met1",
  "fin_crit_ns": 3.04,
  "min_path_type": "reg -> reg",
  "use_met2_pct": 16.4,
  "p_int_mw": 1.79,
  "portBuffers": 90,
  "synth.avg_cell_area_um2": 13.4,
  "grt_util_met3_pct": 4.63,
  "hold_buffers": 0,
  "p_sw_share_pct": 21.1,
  "setup_violations": 0,
  "rsz0062_at_grt": "false",
  "area_growth_pct": 26.8,
  "max_stage_delay_ns": 0.54,
  "fmax_mhz": 329,
  "cts_htree_levels": 4,
  "num-fill-cells": 1935,
  "fp.dieH_um": 150,
  "cts.path.max_buffers": 2,
  "cts_tree": "done",
  "crit_path_top_delay_cell": "dfrtp_1",
  "ys_seq_share_pct": 71.7,
  "synth_chip_area_um2": 6570,
  "finalCritPeriodShare_pct": 47.4,
  "first_iter_violations": 208,
  "synthCells": 491,
  "combPwrFrac_pct": 5.0,
  "skew_ns": 0.0143,
  "p_per_area_nw_per_um2": 272,
  "initial_core_util_pct": 31.0,
  "layout-drive-gt1-share_pct": 7.93,
  "gr-usage-met1_pct": 17.7,
  "routed_wl_um": 12100,
  "drc": 0,
  "drtPass1Iterations": 4,
  "maxCapViolations": 0,
  "io_pins": 107,
  "post-route-util_pct": 39.3,
  "seqPwrFrac_pct": 52.5,
  "grt_pass1_wl_um": 19200,
  "syn_area_um2": 6570,
  "tightest_slew_ns": 0.859,
  "postCtsSetupBuffers": 0,
  "yosysCellCount": 491,
  "crit_required_ns": 5.12,
  "edf_count": 143,
  "wl_per_cell_um": 13.9,
  "endpoint_kind": "primary output",
  "tool_warnings": 44,
  "chipArea_um2": 22500,
  "power.total_mw": 2.27,
  "clkPwrFrac_pct": 42.6,
  "clk_pin_slew_ns": 0.06,
  "crit_arrival_ns": 1.76,
  "floorplan.rows": 53,
  "ant_nets": 0,
  "ff_type": "edfxtp_1",
  "die_w_um": 150,
  "yosys_warnings": 1,
  "grt_use_total_pct": 11.4,
  "p_sw_uw": 478,
  "worst_slack_ns": 3.36,
  "grt_pass1_vias": 3878,
  "antenna_found_initial": 0,
  "cts_resized": 0,
  "path_class": "reg -> out",
  "diodes": 0,
  "grt_max_degree": 90,
  "cts_buffers": 17,
  "grt-ovfl-total": 0,
  "slew_violations": 0,
  "cp_cell_sequence": "clkinv_1, clkdlybuf4s50_1",
  "root_buffer": "clkbuf_16",
  "cts_sinks": 162
}
==> cells in the mapped netlist, types with 5 or more instances <==
cell,n,area share (%)
nand2_1,71,4.1
inv_1,15,0.86
a22oi_1,6,0.69
clkbuf_1,17,0.97
buf_2,5,0.38
a22o_1,24,3.2
and2_1,23,2.2
nand3_1,10,0.76
edfxtp_1,143,65
xor2_1,7,0.93
dfxtp_1,12,3.7
nor2_1,30,1.7
xnor2_1,7,0.93
ha_1,6,1.1
a221o_1,7,1.1
a21oi_1,12,0.91
dfrtp_1,6,2.3
o21ai_0,35,2.7
==> layout by cell type, fill, tap and decap left out, drive strengths merged, types with 2 or more instances in the layout <==
cell type,count
clkinvlp,4
o211a,2
a31oi,3
clkinv,3
a22o,24
or4b,2
o21ai,35
dfrtp,6
nor2,30
nand4,2
xor2,7
and2,23
nor2b,2
a221o,7
o32ai,3
ha,6
or3,3
xnor2,7
a21oi,13
nor4,2
edfxtp,143
buf,8
clkbuf,17
nand2,71
and3,3
inv,23
nand2b,3
a22oi,6
nand3,10
o22ai,4
nor3,3
nand3b,2
clkdlybuf4s50,89
a21boi,3
dfxtp,12
==> path summary, 6_finish.rpt <==
kind	slack (ns)	depth (start not counted)	start	to
max in group asynchronous	5.00	2	rst_i	spiState[0]
min in group asynchronous	1.13	2	rst_i	state[0]
min	0.45	0	misoReg[0]	misoReg[1]
max	3.36	2	spiState[2]	spiCs_o
min reg2reg	0.45	0	misoReg[0]	misoReg[1]
max reg2reg	3.92	5	spiCounter[3]	mosiReg[47]
==> cell type report <==
type | instances | area [um^2] | area share, %
inverter | 16 | 60.1 | 0.721
timing repair buffer | 97 | 948 | 11.4
clock inverter | 15 | 145 | 1.74
tap | 275 | 344 | 4.13
clock buffer | 17 | 425 | 5.10
sequential | 162 | 4710 | 56.5
multi-input combinational | 286 | 1700 | 20.4
==> worst max-delay path: cells and delay by family (launching register included) <==
kind	cells	cell delay [ns]
flops	1	0.54
buf+inv	2	0.81
==> flip-flops by register name, indices dropped and copies added, names as in the netlist <==
register       flops
misoReg           32
mosiReg           56
dataIn            32
address           16
spiState           3
spiCounter         7
spiClkCounter      8
oldState           2
spiClk             1
bitNr              3
state              2
==> cell families after synthesis <==
kind of cell    synth area share (%)
xor+xnor                        1.87
flops                           71.7
fa+ha+maj                       1.14
compound gates                  11.1
buf+inv                         2.61
simple gates                    11.6
==> per-stage QoR <==
step                      cell area (um^2)  hold WS, ns  std cells
after CTS                             8340        0.459        868
final                                 8340        0.452        868
after detailed placement              7760        0.430        836
after floorplan                       6570        0.400        491
after global placement                7760        0.438        836
after global routing                  8340        0.464        868
==> power groups by stage <==
stage	Clock, mW	Combinational (mW)	Sequential, mW
after CTS	0.991	0.114	1.19
after global routing	1.03	0.125	1.19
final	0.964	0.113	1.19
==> layer usage <==
| metal | up-vias | wire length (um) |
|---|---|---|
| met4 | 0 | 99 |
| li1 | 1996 | - |
| met5 | - | 0 |
| met3 | 5 | 931 |
| met2 | 116 | 5380 |
| met1 | 1862 | 5650 |
Power is estimated from default activity; no workload was simulated.
