## design/flow/config.mk

```make
export PLATFORM = sky130hd
export DESIGN_NAME = parallelport
export DESIGN_NICKNAME = parallelport
export VERILOG_FILES = /design/flow/design.v
export SDC_FILE = /design/flow/constraint.sdc
export NUM_CORES = 4
export LEC_CHECK = 1
export CORE_UTILIZATION = 30
```

## design/flow/constraint.sdc

```tcl
current_design parallelport

set clk_period 1.5
set clk_io_pct 0.2

create_clock -name clk0 -period $clk_period [get_ports {clk_i}]

set non_clock_inputs [all_inputs -no_clocks]
set_input_delay [expr $clk_period * $clk_io_pct] -clock clk0 $non_clock_inputs
set_output_delay [expr $clk_period * $clk_io_pct] -clock clk0 [all_outputs]
```

## design/flow/design.v

```verilog
`timescale 1ns/1ns
module parallelport (
    input clk_i,
    input rst_i,
    input [0:0] adr_i,
    input stb_i,
    input we_i,
    input [3:0] sel_i,
    input [31:0] dat_i,
    output reg [31:0] dat_o,
    output ack_o,
    output reg [31:0] parallel_o,
    input [31:0] parallel_i
);
assign ack_o = stb_i;
always @(*) begin
    if (adr_i[0]) dat_o = parallel_i;  
    else dat_o = parallel_o;           
end
always @(posedge(clk_i), posedge(rst_i)) begin
    if (rst_i) parallel_o <= 32'h00000000;
    else if (clk_i) begin  
        if (stb_i && we_i) begin
            if (sel_i[0])
                parallel_o[7:0] <= dat_i[7:0];
            if (sel_i[1])
                parallel_o[15:8] <= dat_i[15:8];
            if (sel_i[2])
                parallel_o[23:16] <= dat_i[23:16];
            if (sel_i[3])
                parallel_o[31:24] <= dat_i[31:24];
        end
    end
end
endmodule
```

## design/flow/run.sh

```bash
#!/bin/bash
# OpenROAD 26Q1-2900-gdf79404cd8, Yosys 0.63+post, stock flow scripts
make -C /OpenROAD-flow-scripts/flow DESIGN_CONFIG=/design/flow/config.mk WORK_HOME=/design/flow/orfs finish
```

==> results.py <==
# Auto-generated metrics
metrics = {
    "synthesis": {
        "top_logic_kind": "multiplexers",
        "syn_area_per_cell_um2": 15.0,
        "seq_area_frac_synth_pct": 50.3,
        "netlist_area_um2": 1590,
        "ys_warn_count": 1,
        "ys_cells": 106,
        "ys_sh_aoi_pct": 0,
        "simple_gate_area_share_pct": 2.51,
        "adder_share_pct": 0,
        "ys_sh_xor_pct": 0,
        "mux_area_share_pct": 45.2,
        "synthCells": 106,
        "synth_flops": 32,
        "ys_area_um2": 1590,
        "ys_types": 8,
    },
    "critical_path": {
        "path_max_fanout": 1,
        "worstPathCellList": "clkdlybuf4s50_1 -> mux2_2 -> clkdlybuf4s15_1",
        "cp_slowest_stage_delay_ns": 0.42,
        "crit_family": "buffers and inverters",
        "crit_type": "input port to output pin",
        "r2r-start": "parallel_o[10]",
        "end_kind": "output pin",
        "arrival_ns": 1.20,
        "rrSetupSlack_ns": 0.47,
        "cp_slowest_cell": "clkdlybuf4s50_1",
        "r2r_end": "parallel_o[10]",
        "reg2regPathDepth": 3,
        "startpoint_type": "input port",
        "cp.required_ns": 1.20,
        "cp_num_buf_inv": 2,
    },
    "timing": {
        "finalCriticalPeriod_ns": 1.50,
        "finalCritPeriodShare_pct": 99.8,
        "setup_violations": 0,
        "hold_violations": 0,
        "worstMarginPinSlew_ns": 0.240,
        "drv_slew": 0,
        "relSlewSlack_pct": 84.0,
        "rsz0062_at_grt": "true",
        "skew_ns": 0,
        "fmaxAchievable_mhz": 668,
    },
    "global_routing": {
        "grt_overflow": 0,
        "grt_pass1_wl_mm": 7.99,
        "antenna_found_initial": 0,
        "grt_use_total_pct": 19.7,
        "grt_start_max_net_pins": 33,
        "grt_pass1_vias": 1579,
    },
    "routing": {
        "vias": 1543,
        "drc": 0,
        "n_antenna_cell": 0,
        "routed_wl_mm": 6.06,
        "initialDrtViolationCount": 32,
        "drt_pass1_iterations": 3,
        "via_per_inst": 4.50,
        "wire_per_inst_um": 17.7,
        "drtAntennaViolNets": 0,
    },
    "job": {
        "warning_count": 28,
        "maxCapViolCount": 0,
    },
    "die": {
        "io-pin-count": 138,
        "core_um2": 5110,
        "die_h_um": 74.9,
        "dieWidth_um": 74.9,
        "dieArea_um2": 5600,
        "row_count": 26,
        "initial_core_util_pct": 31.2,
    },
    "power_and_ir_drop": {
        "power.density_nw_per_um2": 852,
        "p_leak_nw": 1.74,
        "vdd_drop_max_v": 0.000575,
    },
    "clock_network": {
        "clockBufferDepth": 2,
        "h-tree-depth": 2,
        "cts.sinks": 32,
        "cts_tree": "yes",
        "cts_root_buffer": "clkbuf_8",
        "cts_buffers": 5,
        "clk_latency_ns": 0.27,
        "clk_pin_slew_ns": 0.06,
    },
    "cells_and_area": {
        "areaGrowthSynthToFinish_pct": 124,
        "largest_register": "parallel_o",
        "largest_reg_flops": 32,
        "finish.utilization_pct": 69.9,
        "drive_gt1_share_pct": 37.7,
        "reg_top3": "parallel_o: 32 flops",
        "fin_area_um2": 3570,
    },
    "placed_design": {
        "post_dp_cell_area_um2": 3080,
        "hpwl_mm": 4.01,
        "place.gp.congestion": 0.758,
        "io_buffers": 137,
    },
    "hold_path": {
        "hold_path.class": "input port to async pin",
    },
    "outcome": {
        "status": "complete, no violations",
    },
}
[Yosys cell counts]
cell type  instances  area (um2)
buf_2              3        15.0
buf_4              1        7.51
clkbuf_2           1        5.00
dfrtp_1           32         801
inv_1              1        3.75
mux2_1             2        22.5
mux2_2            62         698
nand3_2            4        40.0
[power breakdown]
| part | internal (mW) | switching, mW |
|---|---|---|
| logic | 1.01 | 0.279 |
| clock network | 0.315 | 0.285 |
| registers | 1.03 | 0.123 |
[cells in the final DEF (no fill, tap or decap)]
cell             synthesis  routed
dlygate4sd2_1            0      18
clkbuf_8                 0       5
buf_16                   0       2
buf_6                    0      14
nand3_2                  4       4
clkbuf_1                 0       1
mux2_2                  62      38
clkinv_2                 0       1
mux2_4                   0      26
inv_1                    1       1
dlymetal6s2s_1           0      17
buf_4                    1       9
buf_12                   0       4
clkdlybuf4s50_1          0      71
dfrtp_1                 32      32
clkdlybuf4s15_1          0      30
[cell type report]
class,count,area [um2]
Multi-Input combinational cell,68,858
Timing Repair Buffer,165,1740
Fill cell,361,1540
Clock inverter,1,5.00
Tap cell,70,87.6
Sequential cell,32,801
Clock buffer,6,72.6
Inverter,1,3.75
[timing repair]
action	in CTS	in global routing
gates cloned	2	0
gates resized	84	64
endpoints found under the setup margin	33	37
endpoints found under the hold margin	0	0
buffers inserted	15	7
hold buffers	0	0
[worst register-to-register path, cell delays in order, from the launching register on]
cell,delay [ns]
dfrtp_1,0.40
buf_4,0.14
buf_6,0.10
mux2_2,0.26
[logic make-up (layout without fill, tap and decap cells)]
family / after synthesis / count (layout)
simple gates: 4 / 4
flops: 32 / 32
mux: 64 / 64
buf+inv: 6 / 173
[through the flow]
stage | worst slack, ns | setup TNS, ns | total power, mW | hold WS [ns] | std cells
2_1_floorplan | 0.250 | 0 | 1.38 | 0.416 | 106
3_3_place_gp | -0.603 | -22.62 | 2.21 | 0.510 | 312
3_5_place_dp | -0.635 | -22.87 | 2.22 | 0.522 | 312
4_1_cts | -0.0296 | -0.0978 | 2.92 | 0.368 | 336
5_1_grt | -0.0308 | -0.0599 | 3.23 | 0.397 | 343
6_report | 0.00344 | 0 | 3.04 | 0.370 | 343
[layer usage]
layer | track usage [%] | wire (um)
met5 | 0 | 0
met4 | 3.56 | 114
met3 | 6.11 | 647
met1 | 23.9 | 2320
met2 | 35.3 | 2980
[worst max path at each step]
stage	start	to	slack [ns]	depth (start not counted)
5_1_grt	parallel_i[25]	dat_o[25]	-0.03	3
6_report	parallel_i[11]	dat_o[11]	0.003	3
4_1_cts	parallel_o[10]	parallel_o[10]	-0.03	2
Power figures rest on the tool's default switching activity, not on a simulated workload.
